--- flow/run.sh ---
#!/bin/bash
# OpenROAD 26Q1-2900-gdf79404cd8, Yosys 0.63+post, stock flow scripts
make -C /OpenROAD-flow-scripts/flow DESIGN_CONFIG=/design/flow/config.mk WORK_HOME=/design/flow/orfs finish
--- flow/config.mk ---
export PLATFORM = sky130hd
export DESIGN_NAME = SPI_WRAPPER
export DESIGN_NICKNAME = SPI_WRAPPER
export VERILOG_FILES = /design/flow/design.v
export SDC_FILE = /design/flow/constraint.sdc
export NUM_CORES = 4
export LEC_CHECK = 1
export CORE_UTILIZATION = 50
--- flow/constraint.sdc ---
current_design SPI_WRAPPER

set clk_period 13.9
set clk_io_pct 0.2

create_clock -name clk0 -period $clk_period [get_ports {clk}]

set non_clock_inputs [all_inputs -no_clocks]
set_input_delay [expr $clk_period * $clk_io_pct] -clock clk0 $non_clock_inputs
set_output_delay [expr $clk_period * $clk_io_pct] -clock clk0 [all_outputs]
--- flow/design.v ---
module SPR_ASYNC_RAM (din,clk,rst_n,rx_valid,dout,tx_valid);
    parameter MEM_DEPTH = 256;
    parameter ADDR_SIZE=8;
    input rx_valid,clk,rst_n;
    input[9:0] din;
    output reg tx_valid;
    output reg [7:0]dout;
    reg [7:0] addr;
    reg [7:0]mem[MEM_DEPTH-1:0];
    always @(posedge clk or negedge rst_n) begin
        if(!rst_n)
        begin
            addr<=1;
         dout<=0;
         tx_valid<=0;   
        end
        else
        begin
            if(rx_valid)
            begin
             case (din[9:8])
                'b00: addr<=din[7:0];
                'b01: mem[addr]<=din[7:0];
                'b10: addr<=din[7:0]; 
                'b11: begin
                    dout<= mem[addr];
                    tx_valid<=1;
                end
             endcase
             if(din[9:8]!='b11)   
             tx_valid<=0;
            end
        end
    end
endmodule
module SPI  (MOSI,MISO,SS_n,rx_data,rx_valid,tx_data,tx_valid,clk,rst_n);
input MOSI, tx_valid, SS_n, clk, rst_n;
    input [7:0] tx_data;
    output reg rx_valid, MISO;
    output reg [9:0] rx_data;
parameter IDLE=0;
parameter CHK_CMD=1;
parameter WRITE=2;
parameter READ_ADD=3;
parameter READ_DATA=4;
(* fsm_encoding = "gray" *)
    reg [3:0] cs, ns;
    integer i;
    reg u,rd_address;
    always @(posedge clk or negedge rst_n ) begin
        if (!rst_n) begin
              cs <= IDLE;
        end else begin
            cs <= ns;
    end
end
    always @(cs,SS_n,rd_address,rx_valid) begin
            case (cs)
                IDLE: begin
                    if (SS_n)
                        ns = IDLE;
                    else
                        ns = CHK_CMD;
                end
                CHK_CMD: begin
                    if (SS_n)
                        ns = IDLE;
                    else begin
                        if (!MOSI)
                            ns = WRITE;
                        else
                            if ((!rd_address))  ns=READ_ADD;
                            else  ns=READ_DATA;
                          end
                          end
                WRITE: begin
                    if ((!SS_n) && (!rx_valid))
                        ns = WRITE;
                    else
                        ns = IDLE;
                end
                   READ_ADD: begin
        if(SS_n)
        ns=IDLE;
      else
      if((!rx_valid))
      begin
      ns=READ_ADD;
      end
      else ns= IDLE;
       end
       READ_DATA: begin
        if(SS_n)
        ns=IDLE;
      else
      if((rd_address))
      begin
      ns=READ_DATA;
      end
      else ns= IDLE;
       end 
            endcase
        end
        always@(posedge clk)
        begin
            if(!rst_n)
            begin
                MISO<=0;
                u<=0;
            rd_address<=0;
            i <= 0;
            rx_valid <= 0;
            end
            else
        if (cs == WRITE) begin
                if (i <= 10) begin
                    i <= i + 1;
                    if (i <= 9)
                        rx_data[9 - i] <= MOSI;
                    else
                        rx_valid <= 1;
                end else begin
                    i <= 0;
                end
            end else
            if (cs == READ_ADD) begin
                if (i <= 10) begin
                    i <= i + 1;
                    if (i <= 9)
                        rx_data[9 - i] <= MOSI;
                    else
                        rx_valid <= 1;
                end else begin
                    i <= 0;
                end
            end
        else if (cs == READ_DATA) begin
                if (i <= 18) begin
                i <= i + 1;
                if(rx_valid)
                begin
                u<=1;
            if (u) begin
rx_valid<=0;
            end end
                    if(i==10) rx_valid<=1;
                    if (i <= 9)
                        rx_data[9 - i] <= MOSI;
                    else
                    begin
                        if(i<=17)
                        begin
                           if(tx_valid)
                        MISO<=tx_data[17-i];
                        end
                        end
                end else begin i<=0;
                               MISO<=0;
                                 rd_address<=0;  
                end
        end else begin
           rx_valid<=0; 
        end
    if(cs==IDLE) begin rx_valid<=0; i<=0; end
   if((cs==READ_DATA)&&(ns==IDLE))rd_address<=0;
       if((cs==READ_ADD)&&(ns==IDLE))rd_address<=1;    
        end
endmodule
module SPI_WRAPPER (MOSI,MISO,SS_n,clk,rst_n);
 input clk,rst_n,SS_n,MOSI;
output MISO;
wire [9:0]rx_data,din;
wire [7:0] tx_data;
wire rx_valid,in1;
wire tx_valid,in2;
assign in1= rx_valid;
assign tx_valid=in2;
assign din= rx_data;
 SPI   dut1 (MOSI,MISO,SS_n,rx_data,rx_valid,tx_data,tx_valid,clk,rst_n);
 SPR_ASYNC_RAM  dut2 (din,clk,rst_n,in1,tx_data,in2);
endmodule
==> impl_metrics.toml <==
# physical design summary
[logic_synthesis]
ys_async_sr_fraction_pct = 0.945
yosysChipArea_um2 = 79800
yosys.cell_types.count = 83
per_instance_average_area_after_synthesis_um2 = 17.1
yosys_register_bits = 2117
netlist_instances = 4675
post_synthesis_cell_type_with_the_largest_combined_area = "edfxtp_1"
synth-edff-count = 2058
netlist.top_cell.by_instances = "edfxtp_1"
synth-cells-yosys = 4675
synthDominantCellAreaShare_pct = 77.4
netlist_area_before_placement_um2 = 79800
area_leaders = "edfxtp_1, a22oi_1, a221oi_1"
synthFlopType = "edfxtp_1"
ys_warn_count = 5
top_cells_by_count = "edfxtp_1, a22oi_1, nor2_1"

[cts]
post_cts_resize_count = 0
tritoncts.num_buffers = 210
cts_max_level = 4
root_buffer = "clkbuf_16"
cts_setup_buffers = 0
clk_path_buf_depth = 3
cts_hold_repair.buffers = 0

[global_route]
grt_first_pass_wirelength_um = 730000
grt_start_max_net_pins = 84
grt_pass1_vias = 70900
grt_residual_overflow = 125
track_usage_pct = 79.0

[final_timing]
unclocked_regs = 3
endpoints_left_unconstrained = 6

[die]
floorplan.die.width_um = 402
floorplan.initialDensity_pct = 50.4
vert_die_dim_um = 402
standard_cell_row_count = 146
ios = 5

[run_status]
tool.error = "[ERROR GRT-0116] Global routing finished with congestion. Check the congestion regions in the DRC Viewer."
status = "did not finish"
last-stage-reached = "global routing"

[placement]
place_worst_setup_slack_ns = 7.63
numPortBuffers = 4
gpl.final_weighted_congestion = 1.41
place.detailed.hpwl_um = 397000
-- cells by family after synthesis --
group | synth area share [%]
compound gates | 11.7
xor+xnor | 0.713
fa+ha+maj | 0.110
buf+inv | 0.976
flops | 78.9
latches | 0.0564
mux | 0.387
simple gates | 7.07
-- per-layer routing --
layer | global-route usage, % | overflow
met1 | 77.5 | 41
met2 | 87.9 | 18
met3 | 76.9 | 46
met4 | 68.0 | 17
met5 | 65.6 | 3
-- through the flow --
step	area, um^2	hold WS (ns)	std cells
after floorplan	79800	0.443	4675
after global placement	87200	0.464	7140
after detailed placement	87200	0.470	7141
after CTS	94200	0.487	7528
